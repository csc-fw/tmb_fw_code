--- ./design.v ---
`timescale 1ns / 1ps
	module best_1of32
	(
	clock,
	pat00, pat01, pat02, pat03, pat04, pat05, pat06, pat07,
	pat08, pat09, pat10, pat11, pat12, pat13, pat14, pat15,
	pat16, pat17, pat18, pat19, pat20, pat21, pat22, pat23,
	pat24, pat25, pat26, pat27, pat28, pat29, pat30, pat31,
	best_pat,
	best_key
	);
	parameter MXPIDB		=	4;				 
	parameter MXHITB		=	3;				 
	parameter MXPATB		=	3+4;			 
	parameter MXKEYB		=	5;				 
	input					clock;
	input	[MXPATB-1:0]	pat00, pat01, pat02, pat03, pat04, pat05, pat06, pat07;
	input	[MXPATB-1:0]	pat08, pat09, pat10, pat11, pat12, pat13, pat14, pat15;
	input	[MXPATB-1:0]	pat16, pat17, pat18, pat19, pat20, pat21, pat22, pat23;
	input	[MXPATB-1:0]	pat24, pat25, pat26, pat27, pat28, pat29, pat30, pat31;
	output	[MXPATB-1:0]	best_pat;
	output	[MXKEYB-1:0]	best_key;
	wire [MXPATB-1:0]	pat_s0	[15:0];
	wire [MXPATB-1:0]	pat_s1	[7:0];
	wire [MXPATB-1:0]	pat_s2	[3:0];
	reg  [MXPATB-1:0]	pat_s3	[1:0];
	wire [MXPATB-1:0]	pat_s4	[0:0];
	wire [0:0]	key_s0	[15:0];
	wire [1:0]	key_s1	[7:0];
	wire [2:0]	key_s2	[3:0];
	reg  [3:0]	key_s3	[1:0];
	wire [4:0]	key_s4	[0:0];
	assign {pat_s0[15],key_s0[15]} = (pat31[6:1] > pat30[6:1]) ? {pat31,1'b1} : {pat30,1'b0};
	assign {pat_s0[14],key_s0[14]} = (pat29[6:1] > pat28[6:1]) ? {pat29,1'b1} : {pat28,1'b0};
	assign {pat_s0[13],key_s0[13]} = (pat27[6:1] > pat26[6:1]) ? {pat27,1'b1} : {pat26,1'b0};
	assign {pat_s0[12],key_s0[12]} = (pat25[6:1] > pat24[6:1]) ? {pat25,1'b1} : {pat24,1'b0};
	assign {pat_s0[11],key_s0[11]} = (pat23[6:1] > pat22[6:1]) ? {pat23,1'b1} : {pat22,1'b0};
	assign {pat_s0[10],key_s0[10]} = (pat21[6:1] > pat20[6:1]) ? {pat21,1'b1} : {pat20,1'b0};
	assign {pat_s0[ 9],key_s0[ 9]} = (pat19[6:1] > pat18[6:1]) ? {pat19,1'b1} : {pat18,1'b0};
	assign {pat_s0[ 8],key_s0[ 8]} = (pat17[6:1] > pat16[6:1]) ? {pat17,1'b1} : {pat16,1'b0};
	assign {pat_s0[ 7],key_s0[ 7]} = (pat15[6:1] > pat14[6:1]) ? {pat15,1'b1} : {pat14,1'b0};
	assign {pat_s0[ 6],key_s0[ 6]} = (pat13[6:1] > pat12[6:1]) ? {pat13,1'b1} : {pat12,1'b0};
	assign {pat_s0[ 5],key_s0[ 5]} = (pat11[6:1] > pat10[6:1]) ? {pat11,1'b1} : {pat10,1'b0};
	assign {pat_s0[ 4],key_s0[ 4]} = (pat09[6:1] > pat08[6:1]) ? {pat09,1'b1} : {pat08,1'b0};
	assign {pat_s0[ 3],key_s0[ 3]} = (pat07[6:1] > pat06[6:1]) ? {pat07,1'b1} : {pat06,1'b0};
	assign {pat_s0[ 2],key_s0[ 2]} = (pat05[6:1] > pat04[6:1]) ? {pat05,1'b1} : {pat04,1'b0};
	assign {pat_s0[ 1],key_s0[ 1]} = (pat03[6:1] > pat02[6:1]) ? {pat03,1'b1} : {pat02,1'b0};
	assign {pat_s0[ 0],key_s0[ 0]} = (pat01[6:1] > pat00[6:1]) ? {pat01,1'b1} : {pat00,1'b0};
	assign {pat_s1[7],key_s1[7]} = (pat_s0[15][6:1] > pat_s0[14][6:1]) ? {pat_s0[15],{1'b1,key_s0[15]}} : {pat_s0[14],{1'b0,key_s0[14]}};
	assign {pat_s1[6],key_s1[6]} = (pat_s0[13][6:1] > pat_s0[12][6:1]) ? {pat_s0[13],{1'b1,key_s0[13]}} : {pat_s0[12],{1'b0,key_s0[12]}};
	assign {pat_s1[5],key_s1[5]} = (pat_s0[11][6:1] > pat_s0[10][6:1]) ? {pat_s0[11],{1'b1,key_s0[11]}} : {pat_s0[10],{1'b0,key_s0[10]}};
	assign {pat_s1[4],key_s1[4]} = (pat_s0[ 9][6:1] > pat_s0[ 8][6:1]) ? {pat_s0[ 9],{1'b1,key_s0[ 9]}} : {pat_s0[ 8],{1'b0,key_s0[ 8]}};
	assign {pat_s1[3],key_s1[3]} = (pat_s0[ 7][6:1] > pat_s0[ 6][6:1]) ? {pat_s0[ 7],{1'b1,key_s0[ 7]}} : {pat_s0[ 6],{1'b0,key_s0[ 6]}};
	assign {pat_s1[2],key_s1[2]} = (pat_s0[ 5][6:1] > pat_s0[ 4][6:1]) ? {pat_s0[ 5],{1'b1,key_s0[ 5]}} : {pat_s0[ 4],{1'b0,key_s0[ 4]}};
	assign {pat_s1[1],key_s1[1]} = (pat_s0[ 3][6:1] > pat_s0[ 2][6:1]) ? {pat_s0[ 3],{1'b1,key_s0[ 3]}} : {pat_s0[ 2],{1'b0,key_s0[ 2]}};
	assign {pat_s1[0],key_s1[0]} = (pat_s0[ 1][6:1] > pat_s0[ 0][6:1]) ? {pat_s0[ 1],{1'b1,key_s0[ 1]}} : {pat_s0[ 0],{1'b0,key_s0[ 0]}};
	assign {pat_s2[3],key_s2[3]} = (pat_s1[7][6:1] > pat_s1[6][6:1]) ? {pat_s1[7],{1'b1,key_s1[7]}} : {pat_s1[6],{1'b0,key_s1[6]}};
	assign {pat_s2[2],key_s2[2]} = (pat_s1[5][6:1] > pat_s1[4][6:1]) ? {pat_s1[5],{1'b1,key_s1[5]}} : {pat_s1[4],{1'b0,key_s1[4]}};
	assign {pat_s2[1],key_s2[1]} = (pat_s1[3][6:1] > pat_s1[2][6:1]) ? {pat_s1[3],{1'b1,key_s1[3]}} : {pat_s1[2],{1'b0,key_s1[2]}};
	assign {pat_s2[0],key_s2[0]} = (pat_s1[1][6:1] > pat_s1[0][6:1]) ? {pat_s1[1],{1'b1,key_s1[1]}} : {pat_s1[0],{1'b0,key_s1[0]}};
	always @(posedge clock) begin
	       {pat_s3[1],key_s3[1]} = (pat_s2[3][6:1] > pat_s2[2][6:1]) ? {pat_s2[3],{1'b1,key_s2[3]}} : {pat_s2[2],{1'b0,key_s2[2]}};
	       {pat_s3[0],key_s3[0]} = (pat_s2[1][6:1] > pat_s2[0][6:1]) ? {pat_s2[1],{1'b1,key_s2[1]}} : {pat_s2[0],{1'b0,key_s2[0]}};
	end
	assign {pat_s4[0],key_s4[0]} = (pat_s3[1][6:1] > pat_s3[0][6:1]) ? {pat_s3[1],{1'b1,key_s3[1]}} : {pat_s3[0],{1'b0,key_s3[0]}};
	assign best_pat = pat_s4[0];
	assign best_key = key_s4[0];
	endmodule
--- ./run.sh ---
#!/bin/bash
# OpenROAD 26Q1-2900-gdf79404cd8, Yosys 0.63+post, stock flow scripts
make -C /OpenROAD-flow-scripts/flow DESIGN_CONFIG=/design/flow/config.mk WORK_HOME=/design/flow/orfs finish
--- ./config.mk ---
export PLATFORM = sky130hd
export DESIGN_NAME = best_1of32
export DESIGN_NICKNAME = best_1of32
export VERILOG_FILES = /design/flow/design.v
export SDC_FILE = /design/flow/constraint.sdc
export NUM_CORES = 4
export LEC_CHECK = 1
export CORE_UTILIZATION = 50
--- ./constraint.sdc ---
current_design best_1of32

set clk_period 8.2
set clk_io_pct 0.2

create_clock -name clk0 -period $clk_period [get_ports {clock}]

set non_clock_inputs [all_inputs -no_clocks]
set_input_delay [expr $clk_period * $clk_io_pct] -clock clk0 $non_clock_inputs
set_output_delay [expr $clk_period * $clk_io_pct] -clock clk0 [all_outputs]
==> results_slide.txt <==
Implementation Results

Final timing
  – Clock period minus worst slack: 7.93 ns
  – Worst Tran Pin Value: just over 0.8 ns
  – Setup-failing EPs final: 0
  – Worst relative slew slack: 45.6%
  – Setup TNS: 0 ns
  – Maximum clock frequency: 0.126 GHz
  – Post-route clock period utilization: 96.8%
  – Fin. max-slew vios: 0
  – Hold violation count in the final report: 0

Floorplan
  – Die X: 131 µm
  – Chip area: 17200 µm²
  – Die Span Y: 131 µm
  – Rows: 46
  – Init Core Util: about half
  – Core Area: 16100 µm²
  – # IOs: 237

Clock network
  – H-tree depth: 1
  – Clock transition at path regs: 0.06 ns
  – Clock tree buffer depth: 2
  – Hold Buf Count CTS: 0
  – CTS buffer count: 3
  – # clock sinks: 22
  – CTS tree: yes
  – Root Buffer: clkbuf_16

Drt
  – DR vias: around 8600
  – Starting DRT DRC Count: 375
  – Detailed-route DRC error count: 0
  – Total Wirelength: 21.7 mm
  – # diodes: 0
  – DRT Pass-1 Iters: 4
  – Via density per instance: 5.30
  – Post-DR wirelength/cell: 13.4 µm
  – Post-route ant nets: 0

Logic synthesis
  – Area leader share: 25.8%
  – Number of cells in Yosys stat: 1097
  – Synthesized area: 8330 µm²
  – Seq share, synth: 5.29%
  – Post-synth area hogs: ha_1, mux2i_1, inv_1
  – Flops after synth: 22
  – Avg Synthesized Cell Area: 7.59 µm²
  – YS warnings: 3
  – Mapped Cells: 1097
  – Count of library flops with an enable pin: 0
  – Synth area leader: ha_1
  – Top_reg_cell synth: dfxtp_1
  – Yosys chip area: 8330 µm²
  – Ys async rst share: 0%
  – Distinct lib cells used: just over 80

Global route
  – Overall Global Routing Usage: 24.0%
  – Vias in the first global route: ~7600
  – First-pass GRT wire length: 33.3 mm
  – Global route overflow: 0
  – Largest net degree at the start of global routing: 18
  – Initial antenna violation count: 0

Setup path
  – Crit path DAT: 8.07 ns
  – Crit path required time: between 8 and 9 ns
  – CP peak stage delay: 0.49 ns
  – Worst path buffer plus inverter count: 5
  – Slowest cell on crit path: clkdlybuf4s50_1
  – Startpoint Class: input pin
  – Setup CP Type: input pin to flip-flop
  – Crit path max-delay family: AND-OR/OR-AND gates
  – Setup crit end kind: flip-flop
  – Worst-path fanout max: 6

Pwr
  – Pwr/cell area: between 200 and 250 nW/µm²
  – Worst VDD drop: 0.188 mV
  – Lkg Pwr: 5.94 nW

Run status
  – Run status: completed

Cells and area
  – Fin area: 12000 µm²
  – Layout cells sized above 1: between 10% and 20%
  – P&R area growth vs syn: 43.6%
  – Fin cells: 1617
  – Most frequent cells in the layout: clkdlybuf4s50_1, inv_1, ha_1, mux2i_1, nand2_1
  – Fillers: 1158
  – Final Util: 74.5%
  – Most frequent logic cell in the layout: clkdlybuf4s50_1

Run
  – Log Warnings: 26
  – MaxCap Viol Count: 0

Worst hold path
  – Worst Hold Class: input pin to flip-flop

Place
  – Cell Count Post-Placement: 1581
  – Detail Placement HPWL: 18.4 mm
  – IO Port Bufs: 236
  – Gpl congestion: 0.904
  – Dpl cell area: 11300 µm²
-- worst paths after layout --
path	from	end	slack, ns	cells after the start
worst max-delay path	pat02[4]	key_s3[0][2]	0.27	37
worst min-delay path	pat14[0]	pat_s3[0][0]	2.30	5
-- where the power goes --
part / total, mW / switching (mW) / internal (mW)
clock: 0.133 / 0.0362 / 0.0968
sequential: 0.199 / 0.0196 / 0.179
combinational: 2.37 / 1.15 / 1.22
-- layer usage --
| layer | wire length, µm | track usage (%) | vias up |
|---|---|---|---|
| li1 | - | - | 4534 |
| met1 | 10900 | 35.3 | 3822 |
| met2 | 9470 | 39.8 | 206 |
| met3 | 1230 | 2.56 | 8 |
| met4 | 90 | 1.22 | 0 |
| met5 | 0 | 0 | - |
-- through the flow --
stage | setup slack, ns | power [mW] | hold slack, ns
floorplan | 0.192 | 1.58 | 1.99
detailed placement | -0.190 | 2.25 | 2.50
finish | 0.266 | 2.70 | 2.30
CTS | 0.0605 | 2.41 | 2.31
global placement | -0.0447 | 2.24 | 2.50
global route | -0.201 | 2.96 | 2.37
-- tightest hold or removal path, cell delays in order --
cell	delay, ns
clkdlybuf4s50_1	0.40
mux2i_1	0.13
mux2i_1	0.11
mux2i_1	0.14
o21ai_1	0.07
-- synth_stat cells, types with 5 or more instances --
cell and n:
a21o_1 17, o221ai_1 6, mux2_2 25, a211oi_2 5, mux2i_1 128, o31a_1 6
nand3_1 24, a22oi_1 5, nor2_1 54, ha_1 172, or2_2 5, dfxtp_1 22
nand4_1 10, nand2_1 84, inv_1 175, o21bai_1 6, o21ai_0 49, a211oi_1 8
o21a_1 26, xnor2_1 6, nand2b_1 14, and3_1 11, nor2b_1 29, clkbuf_1 14
nor3_1 6, a21oi_1 84
-- kinds of logic (layout without fill, tap and decap cells) --
kind of cell    after synthesis  after routing  share of synthesized area (%)
mux                         157            157                           19.5
compound gates              264            264                           22.0
flops                        22             22                           5.29
fa+ha+maj                   178            178                           26.6
simple gates                269            269                           16.5
xor+xnor                      9              9                          0.946
buf+inv                     198            502                           9.24
-- registers in the layout (all words and copies together), names as in the netlist --
signal  cells
pat_s3     14
key_s3      8
-- timing repair --
action                                  in CTS  in global routing
gates resized                                0                 87
endpoints found under the setup margin       0                 22
hold endpoints to repair                     0                  0
setup buffers                                0                 29
-- cell type report --
| class | instances | area, µm² | share of cell area [%] |
|---|---|---|---|
| Tap cell | 216 | 270 | 2.26 |
| Multi-Input combinational cell | 877 | 7450 | 62.3 |
| Clock inverter | 1 | 30.0 | 0.251 |
| Timing Repair Buffer | 321 | 3030 | 25.3 |
| Inverter | 176 | 661 | 5.52 |
| Clock buffer | 3 | 75.1 | 0.627 |
| Timing Repair inverter | 1 | 7.51 | 0.0627 |
| Sequential cell | 22 | 440 | 3.68 |
Power is estimated from default activity; no workload was simulated.
