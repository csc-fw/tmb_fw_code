File: flow/design.v
`timescale 1ns / 1ps
	module best_1of32_busy
	(
	clock,
	pat00, pat01, pat02, pat03, pat04, pat05, pat06, pat07,
	pat08, pat09, pat10, pat11, pat12, pat13, pat14, pat15,
	pat16, pat17, pat18, pat19, pat20, pat21, pat22, pat23,
	pat24, pat25, pat26, pat27, pat28, pat29, pat30, pat31,
	bsy,
	best_pat,
	best_key,
	best_bsy
	);
	parameter MXPATB		=	3+4;		 
	parameter MXKEYB		=	5;			 
	parameter MXKEY			=	32;			 
	input					clock;
	input	[MXPATB-1:0]	pat00, pat01, pat02, pat03, pat04, pat05, pat06, pat07;
	input	[MXPATB-1:0]	pat08, pat09, pat10, pat11, pat12, pat13, pat14, pat15;
	input	[MXPATB-1:0]	pat16, pat17, pat18, pat19, pat20, pat21, pat22, pat23;
	input	[MXPATB-1:0]	pat24, pat25, pat26, pat27, pat28, pat29, pat30, pat31;
	input	[MXKEY-1:0]		bsy;
	output	[MXPATB-1:0]	best_pat;
	output	[MXKEYB-1:0]	best_key;
	output					best_bsy;
	wire [MXPATB-1:0]	pat_s0	[15:0];
	wire [MXPATB-1:0]	pat_s1	[7:0];
	wire [MXPATB-1:0]	pat_s2	[3:0];
	reg  [MXPATB-1:0]	pat_s3	[1:0];
	wire [MXPATB-1:0]	pat_s4	[0:0];
	wire [0:0]	key_s0	[15:0];
	wire [1:0]	key_s1	[7:0];
	wire [2:0]	key_s2	[3:0];
	reg  [3:0]	key_s3	[1:0];
	wire [4:0]	key_s4	[0:0];
	wire [15:0]	bsy_s0;
	wire [7:0]	bsy_s1;
	wire [3:0]	bsy_s2;
	reg  [1:0]	bsy_s3;
	wire [0:0]	bsy_s4;
	assign {pat_s0[15],key_s0[15],bsy_s0[15]} = (pat31[6:1] > pat30[6:1] | bsy[30]) & !bsy[31] ? {pat31,1'b1,bsy[31]} : {pat30,1'b0,bsy[30]};
	assign {pat_s0[14],key_s0[14],bsy_s0[14]} = (pat29[6:1] > pat28[6:1] | bsy[28]) & !bsy[29] ? {pat29,1'b1,bsy[29]} : {pat28,1'b0,bsy[28]};
	assign {pat_s0[13],key_s0[13],bsy_s0[13]} = (pat27[6:1] > pat26[6:1] | bsy[26]) & !bsy[27] ? {pat27,1'b1,bsy[27]} : {pat26,1'b0,bsy[26]};
	assign {pat_s0[12],key_s0[12],bsy_s0[12]} = (pat25[6:1] > pat24[6:1] | bsy[24]) & !bsy[25] ? {pat25,1'b1,bsy[25]} : {pat24,1'b0,bsy[24]};
	assign {pat_s0[11],key_s0[11],bsy_s0[11]} = (pat23[6:1] > pat22[6:1] | bsy[22]) & !bsy[23] ? {pat23,1'b1,bsy[23]} : {pat22,1'b0,bsy[22]};
	assign {pat_s0[10],key_s0[10],bsy_s0[10]} = (pat21[6:1] > pat20[6:1] | bsy[20]) & !bsy[21] ? {pat21,1'b1,bsy[21]} : {pat20,1'b0,bsy[20]};
	assign {pat_s0[ 9],key_s0[ 9],bsy_s0[ 9]} = (pat19[6:1] > pat18[6:1] | bsy[18]) & !bsy[19] ? {pat19,1'b1,bsy[19]} : {pat18,1'b0,bsy[18]};
	assign {pat_s0[ 8],key_s0[ 8],bsy_s0[ 8]} = (pat17[6:1] > pat16[6:1] | bsy[16]) & !bsy[17] ? {pat17,1'b1,bsy[17]} : {pat16,1'b0,bsy[16]};
	assign {pat_s0[ 7],key_s0[ 7],bsy_s0[ 7]} = (pat15[6:1] > pat14[6:1] | bsy[14]) & !bsy[15] ? {pat15,1'b1,bsy[15]} : {pat14,1'b0,bsy[14]};
	assign {pat_s0[ 6],key_s0[ 6],bsy_s0[ 6]} = (pat13[6:1] > pat12[6:1] | bsy[12]) & !bsy[13] ? {pat13,1'b1,bsy[13]} : {pat12,1'b0,bsy[12]};
	assign {pat_s0[ 5],key_s0[ 5],bsy_s0[ 5]} = (pat11[6:1] > pat10[6:1] | bsy[10]) & !bsy[11] ? {pat11,1'b1,bsy[11]} : {pat10,1'b0,bsy[10]};
	assign {pat_s0[ 4],key_s0[ 4],bsy_s0[ 4]} = (pat09[6:1] > pat08[6:1] | bsy[ 8]) & !bsy[ 9] ? {pat09,1'b1,bsy[ 9]} : {pat08,1'b0,bsy[ 8]};
	assign {pat_s0[ 3],key_s0[ 3],bsy_s0[ 3]} = (pat07[6:1] > pat06[6:1] | bsy[ 6]) & !bsy[ 7] ? {pat07,1'b1,bsy[ 7]} : {pat06,1'b0,bsy[ 6]};
	assign {pat_s0[ 2],key_s0[ 2],bsy_s0[ 2]} = (pat05[6:1] > pat04[6:1] | bsy[ 4]) & !bsy[ 5] ? {pat05,1'b1,bsy[ 5]} : {pat04,1'b0,bsy[ 4]};
	assign {pat_s0[ 1],key_s0[ 1],bsy_s0[ 1]} = (pat03[6:1] > pat02[6:1] | bsy[ 2]) & !bsy[ 3] ? {pat03,1'b1,bsy[ 3]} : {pat02,1'b0,bsy[ 2]};
	assign {pat_s0[ 0],key_s0[ 0],bsy_s0[ 0]} = (pat01[6:1] > pat00[6:1] | bsy[ 0]) & !bsy[ 1] ? {pat01,1'b1,bsy[ 1]} : {pat00,1'b0,bsy[ 0]};
	assign {pat_s1[7],key_s1[7],bsy_s1[7]} = (pat_s0[15][6:1] > pat_s0[14][6:1] | bsy_s0[14]) & !bsy_s0[15] ? {pat_s0[15],{1'b1,key_s0[15]},bsy_s0[15]} : {pat_s0[14],{1'b0,key_s0[14]},bsy_s0[14]};
	assign {pat_s1[6],key_s1[6],bsy_s1[6]} = (pat_s0[13][6:1] > pat_s0[12][6:1] | bsy_s0[12]) & !bsy_s0[13] ? {pat_s0[13],{1'b1,key_s0[13]},bsy_s0[13]} : {pat_s0[12],{1'b0,key_s0[12]},bsy_s0[12]};
	assign {pat_s1[5],key_s1[5],bsy_s1[5]} = (pat_s0[11][6:1] > pat_s0[10][6:1] | bsy_s0[10]) & !bsy_s0[11] ? {pat_s0[11],{1'b1,key_s0[11]},bsy_s0[11]} : {pat_s0[10],{1'b0,key_s0[10]},bsy_s0[10]};
	assign {pat_s1[4],key_s1[4],bsy_s1[4]} = (pat_s0[ 9][6:1] > pat_s0[ 8][6:1] | bsy_s0[ 8]) & !bsy_s0[ 9] ? {pat_s0[ 9],{1'b1,key_s0[ 9]},bsy_s0[ 9]} : {pat_s0[ 8],{1'b0,key_s0[ 8]},bsy_s0[ 8]};
	assign {pat_s1[3],key_s1[3],bsy_s1[3]} = (pat_s0[ 7][6:1] > pat_s0[ 6][6:1] | bsy_s0[ 6]) & !bsy_s0[ 7] ? {pat_s0[ 7],{1'b1,key_s0[ 7]},bsy_s0[ 7]} : {pat_s0[ 6],{1'b0,key_s0[ 6]},bsy_s0[ 6]};
	assign {pat_s1[2],key_s1[2],bsy_s1[2]} = (pat_s0[ 5][6:1] > pat_s0[ 4][6:1] | bsy_s0[ 4]) & !bsy_s0[ 5] ? {pat_s0[ 5],{1'b1,key_s0[ 5]},bsy_s0[ 5]} : {pat_s0[ 4],{1'b0,key_s0[ 4]},bsy_s0[ 4]};
	assign {pat_s1[1],key_s1[1],bsy_s1[1]} = (pat_s0[ 3][6:1] > pat_s0[ 2][6:1] | bsy_s0[ 2]) & !bsy_s0[ 3] ? {pat_s0[ 3],{1'b1,key_s0[ 3]},bsy_s0[ 3]} : {pat_s0[ 2],{1'b0,key_s0[ 2]},bsy_s0[ 2]};
	assign {pat_s1[0],key_s1[0],bsy_s1[0]} = (pat_s0[ 1][6:1] > pat_s0[ 0][6:1] | bsy_s0[ 0]) & !bsy_s0[ 1] ? {pat_s0[ 1],{1'b1,key_s0[ 1]},bsy_s0[ 1]} : {pat_s0[ 0],{1'b0,key_s0[ 0]},bsy_s0[ 0]};
	assign {pat_s2[3],key_s2[3],bsy_s2[3]} = (pat_s1[7][6:1] > pat_s1[6][6:1] | bsy_s1[6]) & !bsy_s1[7] ? {pat_s1[7],{1'b1,key_s1[7]},bsy_s1[7]} : {pat_s1[6],{1'b0,key_s1[6]},bsy_s1[6]};
	assign {pat_s2[2],key_s2[2],bsy_s2[2]} = (pat_s1[5][6:1] > pat_s1[4][6:1] | bsy_s1[4]) & !bsy_s1[5] ? {pat_s1[5],{1'b1,key_s1[5]},bsy_s1[5]} : {pat_s1[4],{1'b0,key_s1[4]},bsy_s1[4]};
	assign {pat_s2[1],key_s2[1],bsy_s2[1]} = (pat_s1[3][6:1] > pat_s1[2][6:1] | bsy_s1[2]) & !bsy_s1[3] ? {pat_s1[3],{1'b1,key_s1[3]},bsy_s1[3]} : {pat_s1[2],{1'b0,key_s1[2]},bsy_s1[2]};
	assign {pat_s2[0],key_s2[0],bsy_s2[0]} = (pat_s1[1][6:1] > pat_s1[0][6:1] | bsy_s1[0]) & !bsy_s1[1] ? {pat_s1[1],{1'b1,key_s1[1]},bsy_s1[1]} : {pat_s1[0],{1'b0,key_s1[0]},bsy_s1[0]};
	always @(posedge clock) begin
	       {pat_s3[1],key_s3[1],bsy_s3[1]} = (pat_s2[3][6:1] > pat_s2[2][6:1] | bsy_s2[2]) & !bsy_s2[3] ? {pat_s2[3],{1'b1,key_s2[3]},bsy_s2[3]} : {pat_s2[2],{1'b0,key_s2[2]},bsy_s2[2]};
	       {pat_s3[0],key_s3[0],bsy_s3[0]} = (pat_s2[1][6:1] > pat_s2[0][6:1] | bsy_s2[0]) & !bsy_s2[1] ? {pat_s2[1],{1'b1,key_s2[1]},bsy_s2[1]} : {pat_s2[0],{1'b0,key_s2[0]},bsy_s2[0]};
	end
	assign {pat_s4[0],key_s4[0],bsy_s4[0]} = (pat_s3[1][6:1] > pat_s3[0][6:1] | bsy_s3[0]) & !bsy_s3[1] ? {pat_s3[1],{1'b1,key_s3[1]},bsy_s3[1]} : {pat_s3[0],{1'b0,key_s3[0]},bsy_s3[0]};
	assign best_pat = pat_s4[0];
	assign best_key = key_s4[0];
	assign best_bsy = bsy_s4[0];
	endmodule
File: flow/run.sh
#!/bin/bash
# OpenROAD 26Q1-2900-gdf79404cd8, Yosys 0.63+post, stock flow scripts
make -C /OpenROAD-flow-scripts/flow DESIGN_CONFIG=/design/flow/config.mk WORK_HOME=/design/flow/orfs finish
File: flow/config.mk
export PLATFORM = sky130hd
export DESIGN_NAME = best_1of32_busy
export DESIGN_NICKNAME = best_1of32_busy
export VERILOG_FILES = /design/flow/design.v
export SDC_FILE = /design/flow/constraint.sdc
export NUM_CORES = 4
export LEC_CHECK = 1
export CORE_UTILIZATION = 50
File: flow/constraint.sdc
current_design best_1of32_busy

set clk_period 9.5
set clk_io_pct 0.2

create_clock -name clk0 -period $clk_period [get_ports {clock}]

set non_clock_inputs [all_inputs -no_clocks]
set_input_delay [expr $clk_period * $clk_io_pct] -clock clk0 $non_clock_inputs
set_output_delay [expr $clk_period * $clk_io_pct] -clock clk0 [all_outputs]
==> flow_metrics.py <==
# Metrics from the implementation run
metrics = {
    "run_status": {
        "run_status": "complete, no violations",
    },
    "clocking": {
        "clock_tree_from_tritoncts": "yes",
        "cts-htree-levels": 1,
        "clkTransAtPathRegs_ns": 0.06,
        "cts_made_buffers": 3,
        "clock-sinks": 24,
        "clockRootBuffer": "clkbuf_16",
        "cts-root-to-sink-buffers": 2,
    },
    "logic_synthesis": {
        "synth.avg_cell_area_um2": 8.21,
        "yosysUniqueCellTypes": 66,
        "yosys-stat-cells": 1029,
        "async_reset_ff_share_pct": 0,
        "netlist_area_um2": 8440,
        "synth-edff-count": 0,
        "synth_warnings": 3,
        "ys.flop_type": "dfxtp_1",
        "synth_sequential_area_ratio_pct": 5.69,
        "ys_chip_area_um2": 8440,
        "postSynthCellCount": 1029,
        "synth_flop_count": 24,
    },
    "setup_path": {
        "critical_path_arrival_ns": 9.00,
        "path_class": "in -> reg",
        "cp_slowest_cell": "clkdlybuf4s50_1",
        "start_kind": "primary input",
        "crit_top_cell": "ha_1",
        "crit_path_end_kind": "flop",
        "cp.required_ns": 9.67,
        "critical-path-max-stage-delay_ns": 0.47,
        "worst-path-max-fanout": 15,
    },
    "sta": {
        "final_hold_fails": 0,
        "slew-limit-headroom_pct": 55.1,
        "grt_setup_unrepaired": "false",
        "hold-worst-slack_ns": 2.40,
        "setup_viol": 0,
        "totalNegativeSetupSlack_ns": 0,
        "timing_max_transition_violations_final": 0,
        "final.period_utilization_pct": 92.9,
        "worst_pin_slew_ns": 0.668,
        "clock.fmax_ghz": 0.113,
        "final_period_minus_worst_setup_slack_ns": 8.83,
    },
    "route": {
        "dr.pass1.iters": 5,
        "drc": 0,
        "via_count_of_the_routed_design": 8326,
        "routed_wirelength_um": 22800,
        "antenna_cells": 0,
        "ant_nets": 0,
        "drtIter0Drc": 289,
        "wl_per_cell_um": 15.0,
        "drt-vias-per-instance": 5.47,
    },
    "cells_and_area": {
        "logic_area_um2": 7140,
        "lay_top_count": "clkdlybuf4s50_1",
        "layout.filler_cells": 1370,
        "sequential_cell_area_um2": 480,
        "syn2layout_area_growth_pct": 36.7,
        "mostFrequentLayoutCells": "clkdlybuf4s50_1 (269), inv_1 (200), ha_1 (186), mux2i_1 (161)",
        "layout-drive-gt1-share_pct": 5.14,
    },
    "grt": {
        "grt_start_max_net_pins": 16,
        "grt.total_usage_pct": 26.8,
        "grt_antenna_before_repair": 0,
        "grt_pass1_vias": 8216,
        "global_route_wire_length_before_repair_um": 38100,
        "globalRouteOverflowTotal": 0,
    },
    "die": {
        "pin_count": 270,
        "rows": 47,
        "die_height_um": 132,
        "initCoreUtil_pct": 51.1,
        "core_um2": 16500,
        "chip_area_um2": 17400,
        "die-width_um": 132,
    },
    "pwr": {
        "cellPowerDensity_nw_per_um2": 143,
        "power.leakage_uw": 0.00582,
        "power.share.combinational_pct": 83.4,
        "power.net_switching_uw": 731,
        "clock_power_share_pct": 5.8,
        "internal_power_uw": 916,
        "switching_share_pct": 44.4,
        "power.share.sequential_pct": 10.8,
        "worst_ir_drop_vdd_mv": 0.136,
    },
    "worst_hold_path": {
        "worstHoldPathCells": 3,
        "hold_path_class": "in -> reg",
    },
    "placement": {
        "place_hpwl_um": 20500,
        "place_congestion": 0.907,
        "placement.io_buffers": 269,
    },
    "job": {
        "max_cap_violations": 0,
        "stage_log_warnings": 26,
    },
}
-- timing repair --
action	CTS	global route
setup buffers	0	1
endpoints found under the setup margin	0	7
hold buffers	0	0
gates resized	0	3
-- critical path: cells and delay by family --
| kind | cells | cell delay [ns] |
|---|---|---|
| simple gates | 4 | 0.74 |
| buf+inv | 7 | 1.31 |
| fa+ha+maj | 4 | 1.24 |
| mux | 3 | 1.08 |
| compound gates | 12 | 2.70 |
-- flip-flops by register name, indices dropped and copies added (netlist names) --
signal and count:
bsy_s3 2, key_s3 8, pat_s3 14
-- layer usage --
metal,share of wire [%],up-vias,global-route usage [%]
met5,0,-,0
met4,3.1,0,7.43
met3,4.2,42,1.88
met2,51,216,50.4
met1,42,3711,32.5
li1,-,4357,-
-- power groups by stage --
stage	Clock, uW	Sequential [uW]	Combinational [uW]
4_1_cts	96.8	177	1370
5_1_grt	101	183	1530
6_report	95.6	177	1370
-- Yosys cell counts (7+ instances only) --
cell type | n | area [um^2]
a21oi_1 | 30 | 150
a21o_1 | 7 | 52.6
a211o_1 | 16 | 140
dfxtp_1 | 24 | 480
o21ai_0 | 17 | 85.1
nand2_1 | 42 | 158
o21a_1 | 7 | 52.6
a211oi_1 | 9 | 67.6
a22o_1 | 9 | 78.8
buf_2 | 8 | 40.0
nand2b_1 | 9 | 56.3
nor2b_1 | 23 | 144
nand3_1 | 10 | 50.1
inv_1 | 200 | 751
mux2i_1 | 162 | 1620
ha_1 | 186 | 2330
o32ai_1 | 8 | 70.1
nor3_1 | 7 | 35.0
a31oi_4 | 13 | 277
and4_1 | 18 | 158
mux2_1 | 9 | 101
o211ai_1 | 15 | 113
mux2_2 | 16 | 180
o22ai_1 | 19 | 119
nor2_1 | 42 | 158
nand4_1 | 19 | 119
o21ai_1 | 25 | 125
a41o_1 | 13 | 130
-- metrics by stage --
step	utilization (%)	cells	worst slack, ns	cell area [um^2]	total power [uW]
2_1_floorplan	-	1029	1.40	8440	1030
3_3_place_gp	69.2	1518	0.385	11400	1530
3_5_place_dp	69.2	1518	0.282	11400	1540
4_1_cts	69.7	1522	0.528	11500	1650
5_1_grt	69.9	1523	0.106	11500	1810
6_report	69.9	1523	0.673	11500	1650
-- path summary, 6_finish.rpt --
kind,startpoint,to,slack (ns)
worst min-delay path,bsy[15],bsy_s3[0]$_DFF_P_,2.40
worst max-delay path,pat26[6],pat_s3[1][6]$_DFF_P_,0.67
-- cell type report --
| class | count | area share [%] |
|---|---|---|
| sequential | 24 | 4.16 |
| clock buffer | 4 | 0.769 |
| multi-input combinational | 790 | 61.8 |
| timing repair buffer | 285 | 24.4 |
| inverter | 200 | 6.50 |
| tap | 220 | 2.38 |
-- cells by family (layout without fill, tap and decap cells) --
kind of cell	after synthesis	after routing	synth area share [%]
simple gates	189	189	12.1
compound gates	227	227	21.9
mux	188	188	22.8
flops	24	24	5.69
fa+ha+maj	186	186	27.6
buf+inv	215	489	9.94
Power figures rest on the tool's default switching activity, not on a simulated workload.
